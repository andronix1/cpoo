--- design/flow/run.sh ---
#!/bin/bash
# OpenROAD 26Q1-2900-gdf79404cd8, Yosys 0.63+post, stock flow scripts
make -C /OpenROAD-flow-scripts/flow DESIGN_CONFIG=/design/flow/config.mk WORK_HOME=/design/flow/orfs finish
--- design/flow/constraint.sdc ---
current_design ram

set clk_period 1.1
set clk_io_pct 0.2

create_clock -name clk0 -period $clk_period [get_ports {clk}]

set non_clock_inputs [all_inputs -no_clocks]
set_input_delay [expr $clk_period * $clk_io_pct] -clock clk0 $non_clock_inputs
set_output_delay [expr $clk_period * $clk_io_pct] -clock clk0 [all_outputs]
--- design/flow/config.mk ---
export PLATFORM = sky130hd
export DESIGN_NAME = ram
export DESIGN_NICKNAME = ram
export VERILOG_FILES = /design/flow/design.v
export SDC_FILE = /design/flow/constraint.sdc
export NUM_CORES = 4
export LEC_CHECK = 1
export CORE_UTILIZATION = 30
--- design/flow/design.v ---
module ram #(
    parameter WORD_SIZE = 32,
    parameter ADDR_SIZE = 64,
    parameter SIZE = 0,
    parameter DUMP_PATH = "",
    parameter DEBUG_TX = 0,
    parameter DEBUG_READ = 0,
    parameter DEBUG_WRITE = 0,
    parameter DEBUG_ERR = 0
) (
    input clk,
    input read,
    input [ADDR_SIZE-1:0]addr,
    input write,
    input [WORD_SIZE-1:0]value,
    input txs,
    output reg txe = 0,
    output reg [WORD_SIZE-1:0]out,
    output reg err
);
reg [WORD_SIZE-1:0]memory[SIZE-1:0];
localparam STATE_WAITING_INPUT = 0;
localparam STATE_WAITING_OUTPUT = 1;
reg state = STATE_WAITING_INPUT;
task run_command(); begin
    err = (read | write) & (addr >= SIZE);
    if (!err) begin
        if (read) begin
            out <= memory[addr];
            if (DEBUG_READ) $display("RAM: [%0d] => %0d", addr, memory[addr]);
        end
        if (write) begin
            memory[addr] <= value;
            if (DEBUG_WRITE) $display("RAM: [%0d] <= %0d", addr, value);
        end
        if (!read && !write) begin
            err <= 1;
            if (DEBUG_ERR) $display("RAM: error(no r/w)", addr, SIZE);
        end
    end else begin
        if (DEBUG_ERR) $display("RAM: error(%0d >= %0d)", addr, SIZE);
    end
end endtask
always @(posedge clk) begin
    case (state)
        STATE_WAITING_INPUT: if (txs) begin
            if (DEBUG_TX) $display("RAM: tx start");
            run_command();
            txe <= 1;
            state <= STATE_WAITING_OUTPUT;
        end
        STATE_WAITING_OUTPUT: if (!txs) begin
            if (DEBUG_TX) $display("RAM: tx end");
            txe <= 0;
            state <= STATE_WAITING_INPUT;
        end
    endcase
end
initial if (DUMP_PATH) $readmemb(DUMP_PATH, memory, 0, SIZE-1);
endmodule
==> flow_metrics.env <==
# flow metrics
export IMPL_status="finished clean"
export IMPL_avgRoutedWirePerCell_um=8.84
export IMPL_power_net_switching_uw=1510
export IMPL_rsz0062_at_grt="true"
export IMPL_max_clock_freq_mhz=952
export IMPL_die_y_um=110
export IMPL_cts_tree="done"
export IMPL_fin_setup_tns_ns=0
export IMPL_hold_path_endpoint="state$_DFF_P_"
export IMPL_io_buffers=67
export IMPL_cap_violations=0
export IMPL_layout_min_cycle_time_ns=1.05
export IMPL_fillers=1054
export IMPL_synth_area_leader_cell="edfxtp_1"
export IMPL_vias=1601
export IMPL_leakage_uw=0.00197
export IMPL_track_usage_pct=7.48
export IMPL_pin_count=134
export IMPL_cp_slowest_cell="edfxtp_1"
export IMPL_r2r_cells=3
export IMPL_ys_ff=98
export IMPL_p_seq_share_pct=56.0
export IMPL_start_kind="flip-flop"
export IMPL_hp_start="txs"
export IMPL_clk_pin_slew_ns=0.06
export IMPL_yosysWarnings=1
export IMPL_core_area_um2=11400
export IMPL_hold_class="in -> reg"
export IMPL_p_int_uw=6550
export IMPL_crit_path_end_kind="output port"
export IMPL_grt_overflow_total=0
export IMPL_syn_to_final_growth_pct=37.0
export IMPL_critPathKind="reg -> out"
export IMPL_placed_cell_area_um2=4680
export IMPL_clk_latency_ns=0.33
export IMPL_synth_avg_cell_area_um2=25.1
export IMPL_cp_max_fo=1
export IMPL_powerDensity_nw_per_um2=1680
export IMPL_drive_above_1_share_pct=26.6
export IMPL_grt_max_degree=17
export IMPL_antenna_left=0
export IMPL_ctsHoldBuffers=0
export IMPL_swShare_pct=18.7
export IMPL_dpl_hpwl_mm=2.78
export IMPL_n_antenna_cell=0
export IMPL_grt_pass1_wl_mm=6.42
export IMPL_setup_viol=0
export IMPL_vdd_drop_max_v=0.000885
export IMPL_skew_ns=0.00495
export IMPL_synth_distinct_cells=10
export IMPL_area_leaders="edfxtp_1 (83%), mux2_4 (13%), buf_12 (1.7%), mux2_2 (0.64%), dfxtp_1 (0.57%)"
export IMPL_worstHoldPathCells=1
export IMPL_path_delay_family="flip-flops"
export IMPL_r2r_start="state$_DFF_P_"
export IMPL_warnings=93
export IMPL_root_buffer="clkbuf_16"
export IMPL_finalMaxSlewViolations=0
export IMPL_vias_per_cell=3.49
export IMPL_cp_required_ns=0.88
export IMPL_path_cells="clkbuf_2"
export IMPL_dp_cells=443
export IMPL_initial_core_util_pct=30.8
export IMPL_post_route_util_pct=42.1
export IMPL_row_count=39
export IMPL_numCtsBuffers=9
export IMPL_synth_area_um2=3510
export IMPL_dr_first_iter_drc_count=41
export IMPL_syn_inst=140
export IMPL_yosys_stat_area_um2=3510
export IMPL_ys_cells=140
export IMPL_clk_path_buf_depth=2
export IMPL_hold_viol=0
export IMPL_final_area_um2=4810
export IMPL_postCtsSetupRepairBufs=0
export IMPL_top_area_share_pct=82.9
export IMPL_fin_crit_sh_pct=95.5
export IMPL_whs_ns=0.381
export IMPL_dr_pass1_iters=4
export IMPL_cts_htree_levels=3
export IMPL_ff2ff_setup_slack_ns=0.14
export IMPL_antenna_found_initial=0
export IMPL_die_area_um2=12100
export IMPL_yosys_stat_seqShare_pct=83.5
export IMPL_grt_pass1_vias=1452
export IMPL_cts_sinks=98
export IMPL_clockPowerShare_pct=37.6
export IMPL_cpPeakStageDelay_ns=0.38
export IMPL_die_w_um=110
export IMPL_routed_wl_mm=4.06
export IMPL_r2r_end="txe$_DFFE_PP_"
export IMPL_cp_data_arrival_time_ns=0.83
export IMPL_instances_no_fill=459
export IMPL_p_comb_share_pct=6.3
export IMPL_drc_errors=0
export IMPL_gp_congestion=0.672
export IMPL_path_buffers=1
## placed cells by master, fill, tap and decap left out, types with 2 or more instances in the layout
cell type and count:
conb_1 97, inv_1 2, buf_2 29, clkbuf_16 9
clkbuf_2 5, clkdlybuf4s50_1 33, mux2_4 30, buf_12 2
edfxtp_1 97, mux2_2 2, clkinvlp_4 3
## cell type report
cell class	instances	area (µm²)	share of cell area, %
inverter	2	7.51	0.156
multi-input combinational	130	850	17.7
timing repair buffer	70	548	11.4
clock buffer	9	225	4.68
clock inverter	7	70.1	1.46
tap	143	179	3.72
sequential	98	2930	60.9
## logic make-up (layout without fill, tap and decap cells)
family	count (synthesis)	count (layout)	share of synthesized area, %
buffers and inverters	7	88	2.46
multiplexers	32	32	13.5
flip-flops	98	98	83.5
other	2	97	0.214
adder cells (fa/ha/maj)	1	1	0.356
## sequential cells by signal (all words and copies together) (netlist names)
register    count
memory[-1]     32
memory         32
out            32
state           1
txe             1
## metal layers
| layer | track usage [%] | part of all wire (%) |
|---|---|---|
| met1 | 11.8 | 46 |
| met3 | 2.82 | 8.3 |
| met5 | 0 | 0 |
| met2 | 10.5 | 44 |
| met4 | 1.69 | 1.6 |
## synth_stat cells
cell and count:
buf_4 1, mux2_2 2, buf_6 1, mux2_4 30, buf_12 3, ha_1 1, conb_1 2, dfxtp_1 1
inv_1 2, edfxtp_1 97
## power by group through the flow
stage         sequential, µW  combinational (µW)  clock [µW]
CTS                     4520                 529        3160
global route            4550                 574        3320
finish                  4520                 511        3030
## how the worst max path moves through the flow
stage | start | endpoint | slack [ns] | depth (start not counted)
CTS | out[27]$_DFFE_PP_ | out[27] | -0.06 | 1
global route | out[5]$_DFFE_PP_ | out[5] | -0.0007 | 1
finish | out[27]$_DFFE_PP_ | out[27] | 0.05 | 1
## metrics by stage
| step | total power, µW | setup WS, ns |
|---|---|---|
| after floorplan | 4860 | 0.0785 |
| after global placement | 5190 | -0.171 |
| after detailed placement | 5210 | -0.194 |
| after CTS | 8210 | -0.0584 |
| after global routing | 8440 | -0.000720 |
| final | 8060 | 0.0492 |
## what timing repair did
| action | 4_1_cts | 5_1_grt |
|---|---|---|
| pin swaps | 0 | 0 |
| setup endpoints to repair | 33 | 6 |
| resized | 95 | 5 |
Power figures rest on the tool's default switching activity, not on a simulated workload.
