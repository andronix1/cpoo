===== design/flow/design.v =====
module regfile #(
    parameter REG_ID_LEN = 4,
    parameter REG_SIZE = 64,
    parameter DEBUG = 0
) (
    input clk,
    input [REG_ID_LEN-1:0] id,
    input write, input [REG_SIZE-1:0]value,
    input read,
    output [REG_SIZE-1:0]out
);
localparam REGS_COUNT = 1 << REG_ID_LEN;
reg [REG_SIZE-1:0]regs[REGS_COUNT-1:0];
assign out = regs[id];
always @(posedge clk) begin
    if (write) begin
        if (DEBUG) $display("RF: r%0d <= %0d", id, value);
        regs[id] <= value;
    end
end
task dump();
    integer j;
begin
    for (integer i = 0; i < REGS_COUNT; i += 1) begin
        j = i / 2;
        if (i % 2 != 0) j += REGS_COUNT / 2;
        if (j < 10) $write(" ");
        $write("r%0d: %h\t", j, regs[j]);
        if (i % 2 == 1) $write("\n");
    end
end endtask
endmodule

===== design/flow/run.sh =====
#!/bin/bash
# OpenROAD 26Q1-2900-gdf79404cd8, Yosys 0.63+post, stock flow scripts
make -C /OpenROAD-flow-scripts/flow DESIGN_CONFIG=/design/flow/config.mk WORK_HOME=/design/flow/orfs finish

===== design/flow/config.mk =====
export PLATFORM = sky130hd
export DESIGN_NAME = regfile
export DESIGN_NICKNAME = regfile
export VERILOG_FILES = /design/flow/design.v
export SDC_FILE = /design/flow/constraint.sdc
export NUM_CORES = 4
export LEC_CHECK = 1
export CORE_UTILIZATION = 40

===== design/flow/constraint.sdc =====
current_design regfile

set clk_period 9.7
set clk_io_pct 0.2

create_clock -name clk0 -period $clk_period [get_ports {clk}]

set non_clock_inputs [all_inputs -no_clocks]
set_input_delay [expr $clk_period * $clk_io_pct] -clock clk0 $non_clock_inputs
set_output_delay [expr $clk_period * $clk_io_pct] -clock clk0 [all_outputs]

==> run notes <==
The flow completed. Highest fanout seen on the critical path landed at 33. The post-CTS hold buffer count recorded in the log is 0. Total negative slack for setup checks landed at 0 ns. Looking at the clock tree report, the root buffer type is clkbuf_16.

In this run the tools logged warnings totalling 30. Average wire per cell in the routed design landed at 26.3 µm. The count of nets left with antenna violations once routing finished came out at 0. The largest registers in the layout are regs (1024).

Count of clock tree sinks landed at 1024. Maximum buffer depth of the clock tree landed at 3. STA classifies the critical path startpoint as an input port. The synth_stat.txt file lists the number of cells as 1584. The CTS report gives the tree buffer count as 104. The worst VDD IR drop from the latest analysis is 0.000147 V.

Recorded from the global router log, the overflow total was 0. The run finished with clean final reports. The share of the core area taken by cells at floorplan is 0.403. Detailed routing placed a total of 13.5 mm of wire on met3. In the log, the iteration count for the first detailed-route pass is 4. Number of setup buffers added after CTS landed at 0. Detailed placer's ending HPWL landed at 42.9 mm.

Cell area after placement landed at 41400 µm². Vias per cell landed at 5.50. Layout overhead on the synthesized area landed at 16.7%. Note that the worst hold path type here is in2reg. Slew at the pin with the worst max-slew slack landed at 0.765 ns.

In the final report, the number of hold violations comes to 0. The analysis attributes to cell leakage a power of 13.9 nW. The critical path is of the in2out type. Post-synthesis chip area from yosys landed at 38200 µm². Initial antenna violation count landed at 12. The biggest area contributor in the post-synthesis netlist is edfxtp_1. In this run the tightest slew margin relative to its limit is 0.489.

Final wirelength landed at 82.7 mm. Setup repair after global routing left no endpoint under its margin. TritonCTS built the clock tree. Largest net degree at the start of global routing landed at 103. After layout, the design draws a total of 9.25 mW.

Per the final report, max-transition violations number 0. The registers of the reported paths see a clock transition of 0.06 ns. Gate count after technology mapping landed at 1584.

Die span in y landed at 311 µm. After detailed routing, the number of remaining DRC violations is 0. In the finished design, the share of the clock period the worst path needs comes to 0.726. Final-layout fill cell count landed at 7473.

Mean cell area of the mapped netlist landed at 24.1 µm². Placeable core region landed at 94900 µm². Final estimated routing congestion in global placement landed at 0.758. H-tree depth landed at 3. Per the final layout report, the fraction of cells sized above drive strength 1 comes to 0.250. Count of unique library cells instantiated by Yosys landed at 17. Flip-flop count of the largest register, all copies and words added landed at 1024. STA classifies the critical path endpoint as an output pin. The report lists the number of cells resized after CTS as 0.

Counting the warning lines in the Yosys log gives 1. Die area landed at 96800 µm². regs holds more flip-flops than any other register. The detailed router finished its first iteration with 975 violations. The critical path endpoint has a required time of 7.76 ns. Total of flip-flops plus latches after synthesis landed at 1024. In this run the horizontal extent of the chip is 311 µm. The flow reported a cell area power density of 207 nW/µm².

Total via count after detailed routing landed at 17300. The area taken by sequential standard cells is reported as 30700 µm². Sorting the synthesized cells by area gives the leading types as edfxtp_1 80%, mux4_2 15%, a22oi_1 2.5%. Wire segments on met2 add up to 40.3 mm in the final route. Count of input and output buffers landed at 133. Static timing analysis puts the maximum clock frequency at 142 MHz. According to the timing report, the arrival time at the worst endpoint equals 5.10 ns.

Area of all placed cells without fillers landed at 44600 µm². 135 I/O pins were placed. Area used by multi-input combinational logic landed at 7230 µm². Number of global-route vias before repair landed at 19500.

Share of Yosys cell area claimed by the top area cell type landed at 0.804. The share of the Yosys chip area taken by registers is 0.804. Global-route wire length before repair landed at 123 mm. In the global route stage, overall resource usage came out at 0.194. The routed design could run at a clock period as short as 7.04 ns. In the per-layer summary, the met1 wirelength comes to 26.9 mm. Combined area of all synthesized cells landed at 38200 µm². The run reported a max-capacitance violation count of 0. Signal nets in the final route climb as high as met5. The end-of-flow timing check tallies setup violations at 0. Placement row count landed at 113.
==> through the flow <==
| stage | worst slack, ns | cells | hold slack [ns] | utilization |
|---|---|---|---|---|
| floorplan | 2.26 | 1584 | 2.04 | - |
| global placement | 2.67 | 2948 | 2.83 | 0.436 |
| detailed placement | 2.64 | 2948 | 2.86 | 0.436 |
| CTS | 2.62 | 3143 | 2.14 | 0.470 |
| global route | 2.47 | 3145 | 2.20 | 0.470 |
| finish | 2.66 | 3146 | 2.18 | 0.471 |
==> layout make-up <==
class                      count  area share
timing repair buffer         184      0.0403
multi-input combinational    475       0.162
clock buffer                 129      0.0604
clock inverter                66      0.0127
tap                         1265      0.0355
sequential                  1024       0.689
antenna                        3    0.000168
==> worst max-delay path, stage by stage <==
cell and delay [ns]:
clkdlybuf4s50_1 0.63, nor2_4 0.45, buf_4 0.60, buf_4 0.51, a22oi_1 0.19, nand2_1 0.22
clkdlybuf4s50_1 0.51
==> worst paths after layout <==
path	start	endpoint	slack, ns	depth (start not counted)
min	value[34]	regs[11][34]$_DFFE_PP_	2.18	1
max	id[2]	out[2]	2.66	7
==> placed cells by master (no fill, tap or decap) <==
cell,n
edfxtp_1,1024
mux4_2,256
clkdlybuf4s50_1,131
a22oi_1,128
clkbuf_16,104
nand2_1,65
buf_4,45
clkinv_1,30
clkbuf_1,25
clkinv_2,18
nor2_4,13
bufinv_16,8
buf_12,6
nor3_2,4
clkinv_8,4
diode_2,3
clkinvlp_4,3
nor2b_4,2
nand3b_1,2
nand2b_1,2
inv_6,2
buf_8,2
and2_4,1
nand3_1,1
or3b_2,1
inv_16,1
==> logic make-up after synthesis <==
family / synth area share
AOI/OAI and AO/OA: 0.0251
buffers and inverters: 0.0101
DFF: 0.804
muxes: 0.151
and+or+nand+nor: 0.00975
==> metal layers <==
metal | GRT usage | vias up
met5 | 0.00395 | -
met4 | 0.0371 | 16
met3 | 0.146 | 143
met2 | 0.287 | 1205
met1 | 0.237 | 8657
li1 | - | 7292
==> synthesized netlist by cell type <==
cell type and count:
buf_1 12, a22oi_1 128, buf_6 1, nand2b_1 2
clkbuf_1 37, and2_1 1, buf_4 7, nor2_1 13
or3b_2 1, mux4_2 256, nor2b_1 2, nor3_1 4
nand3b_1 2, edfxtp_1 1024, nand3_1 1, nand2_1 65
buf_2 28
==> power by group <==
group / total, mW / switching, mW / internal, mW
clock network: 3.79 / 1.61 / 2.19
registers: 4.98 / 0.0174 / 4.96
logic: 0.480 / 0.256 / 0.224
total: 9.25 / 1.88 / 7.37
Power figures rest on the tool's default switching activity, not on a simulated workload.
